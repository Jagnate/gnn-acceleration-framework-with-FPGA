[design/flow/config.mk]
export PLATFORM = sky130hd
export DESIGN_NAME = dep_register
export DESIGN_NICKNAME = dep_register
export VERILOG_FILES = /design/flow/design.v
export SDC_FILE = /design/flow/constraint.sdc
export NUM_CORES = 4
export LEC_CHECK = 1
export CORE_UTILIZATION = 30
[design/flow/constraint.sdc]
current_design dep_register

set clk_period 11.8
set clk_io_pct 0.2

create_clock -name clk0 -period $clk_period [get_ports {clk}]

set non_clock_inputs [all_inputs -no_clocks]
set_input_delay [expr $clk_period * $clk_io_pct] -clock clk0 $non_clock_inputs
set_output_delay [expr $clk_period * $clk_io_pct] -clock clk0 [all_outputs]
[design/flow/design.v]
`default_nettype none
module dep_register (
  input wire                                    clk                 ,
  input wire                                    reset               ,
  input wire                                    A_ok                ,
  input wire                                    inst_A_wait_B       ,
  input wire                                    B_state_done        ,
  input wire                                    inst_B_release_A    ,
  output reg [32 -1:0]                          A_after_B_r  
);
wire            A_after_B_P;
wire            A_after_B_V;
assign A_after_B_P  = A_ok & inst_A_wait_B; 
assign A_after_B_V  = B_state_done & inst_B_release_A;
always @(posedge clk) begin
    if (reset) begin
        A_after_B_r <= 0;
    end else if (A_after_B_P & A_after_B_V) begin  
        A_after_B_r <= A_after_B_r;
    end else if (A_after_B_P) begin      
        A_after_B_r <= A_after_B_r - 1;
    end else if (A_after_B_V) begin      
        A_after_B_r <= A_after_B_r + 1;
    end else begin
        A_after_B_r <= A_after_B_r;
    end
end
endmodule
[design/flow/run.sh]
#!/bin/bash
# OpenROAD 26Q1-2900-gdf79404cd8, Yosys 0.63+post, stock flow scripts
make -C /OpenROAD-flow-scripts/flow DESIGN_CONFIG=/design/flow/config.mk WORK_HOME=/design/flow/orfs finish
==> impl_metrics.py <==
# Auto-generated metrics
metrics = {
    "yosys": {
        "async_flop_share_pct": 0,
        "synth.logic.top_family": "simple AND/OR/NAND/NOR gates",
        "synth_cell_types": 71,
        "synth_seq_share_pct": 23.5,
        "edf_count": 0,
        "ys_warn_count": 1,
        "simple_gate_share_pct": 39.7,
        "syn_inst": 357,
        "ys_sh_xor_pct": 6.75,
        "ff_type": "dfxtp_1",
        "ys_sh_aoi_pct": 19.8,
        "synth_flops": 32,
        "yosys_cells": 357,
        "synth.cell_area_um2": 2730,
        "mux_share_pct": 3.76,
        "syn_avg_cell_area_um2": 7.63,
        "fa_ha_area_share_pct": 0.459,
        "ys_area_um2": 2730,
    },
    "placed_design": {
        "dpl.hpwl_um": 6230,
        "placed_cell_area_um2": 3100,
        "globalplace.congestion": 0.955,
        "port_buffers": 37,
    },
    "worst_setup_path": {
        "end_kind": "register",
        "cp_max_fo": 20,
        "startpoint_type": "primary input",
        "path_cells": "clkdlybuf4s50_1, nand2_1, xnor2_1, ha_1, nor4_4, a211oi_2, nor4_1, a21oi_1, mux2i_1, mux2_1",
        "slowest_stage": "clkdlybuf4s50_1",
        "max_stage_delay_ns": 0.60,
        "cp_data_required_time_ns": 11.98,
        "arrival_ns": 5.72,
        "critPathKind": "in -> reg",
    },
    "power": {
        "p_leak_nw": 1.05,
        "ir_drop_mv": 0.0449,
        "pwr_density_cell_nw_per_um2": 119,
        "finalPower_uw": 380,
    },
    "clock_network": {
        "post_cts_buffers": 0,
        "ctsLongestPathBuffers": 2,
        "root_buffer": "clkbuf_8",
        "clk_latency_ns": 0.29,
        "cts_tree": "yes",
        "htreeDepth": 2,
        "ctsResizeCount": 0,
        "clock_sinks": 32,
        "cts_hold_buf": 0,
        "numCtsBuffers": 5,
        "clk_pin_slew_ns": 0.07,
    },
    "final_timing": {
        "setup_tns_ns": 0,
        "fmax_mhz": 180,
        "period_needed_ns": 5.55,
        "hold_violations": 0,
        "drv_slew": 0,
        "rsz0062_at_grt": "no",
        "slew_headroom_pct": 39.7,
        "setup_viol_count_final": 0,
        "period_used_pct": 47.0,
        "finalHoldWorstSlack_ns": 0.544,
        "worstMarginPinSlew_ns": 0.897,
        "skew_ns": 0.00675,
    },
    "route": {
        "routed_wl_um": 8420,
        "drt-initial-drc-count": 305,
        "diodes": 0,
        "wl_per_cell_um": 17.5,
        "via_per_inst": 5.88,
        "dr_total_vias": 2833,
        "firstDrtPassIters": 5,
        "final_antenna_net_count": 0,
        "drcViolationCount": 0,
    },
    "min_path": {
        "hp-class": "reg -> reg",
    },
    "run": {
        "warnings": 25,
        "max-cap-violations": 0,
    },
    "outcome": {
        "status": "completed",
    },
    "floorplan": {
        "core-area_um2": 8760,
        "num_rows": 34,
        "die_w_um": 97.3,
        "die_h_um": 97.3,
        "fp_util_pct": 31.1,
        "chipArea_um2": 9470,
        "io_pins": 38,
    },
    "grt": {
        "grt_first_pass_wirelength_um": 14000,
        "grt_max_degree": 38,
        "grt_pass1_vias": 2664,
        "gr-total-overflow": 0,
        "track_usage_pct": 18.5,
        "antenna_found_initial": 0,
    },
    "cells_and_area": {
        "reg_top3": "A_after_B_r x32",
        "fillers": 904,
        "largest_reg_flops": 32,
        "logic_area_um2": 1920,
        "drive_gt1_share_pct": 8.56,
        "final_util_pct": 36.4,
        "area_growth_pct": 17.2,
        "seq_area_um2": 641,
        "regMostFlops": "A_after_B_r",
        "fin_area_um2": 3190,
    },
}
## where the power goes
part | leakage (nW) | internal, mW | switching (mW)
sequential | 0.261 | 0.120 | 0.0303
clock | 0.0503 | 0.0520 | 0.0423
combinational | 0.738 | 0.0666 | 0.0689
## cells in the final DEF (no fill, tap or decap), types with 11 or more instances in the layout
cell              n
nand2_1          28
xnor2_1          12
a21oi_1          11
nand4_1          15
dfxtp_1          32
nand3_1          18
nor2_1           42
clkdlybuf4s50_1  37
nor4_1           20
nor3_1           18
## through the flow
| step | std cells | setup slack [ns] |
|---|---|---|
| 3_3_place_gp | 475 | 6.16 |
| 6_report | 482 | 6.25 |
| 3_5_place_dp | 475 | 6.05 |
| 5_1_grt | 482 | 6.00 |
| 4_1_cts | 482 | 6.35 |
| 2_1_floorplan | 357 | 7.01 |
## area by class of cell
cell class                      instances  area share (%)
Inverter                                2           0.235
Multi-Input combinational cell        293            60.1
Timing Repair Buffer                   40            12.3
Tap cell                              108            4.23
Clock buffer                            7            3.02
Sequential cell                        32            20.1
## layer usage
metal | GRT usage (%) | share of wire [%] | up-vias
li1 | - | - | 1388
met5 | 0 | 0 | -
met4 | 6.22 | 3.8 | 0
met3 | 3.29 | 7.0 | 25
met2 | 26.3 | 43 | 126
met1 | 28.3 | 46 | 1294
## synthesized netlist by cell type (all sizes together) (8+ instances only)
cell type / instances / area, µm²
a21oi: 12 / 63.8
nand2: 29 / 111
xor2: 9 / 78.8
clkbuf: 10 / 38.8
o21ai: 11 / 55.1
nand4: 15 / 93.8
nor2: 44 / 175
mux2i: 8 / 80.1
nor3: 18 / 90.1
buf: 20 / 118
dfxtp: 32 / 641
xnor2: 12 / 105
nand3: 19 / 100
nor4: 23 / 189
## final timing paths
check,start,to,slack (ns),cells after the start
max,inst_A_wait_B,A_after_B_r[24]$_SDFFE_PP0P_,6.25,10
min reg2reg,A_after_B_r[0]$_SDFFE_PP0P_,A_after_B_r[0]$_SDFFE_PP0P_,0.54,2
max reg2reg,A_after_B_r[1]$_SDFFE_PP0P_,A_after_B_r[24]$_SDFFE_PP0P_,9.09,8
min,A_after_B_r[0]$_SDFFE_PP0P_,A_after_B_r[0]$_SDFFE_PP0P_,0.54,2
## cells by family (layout without fill, tap and decap cells)
| kind of cell | count (synthesis) | count (layout) |
|---|---|---|
| multiplexers | 10 | 10 |
| AND-OR/OR-AND | 69 | 69 |
| XOR/XNOR | 21 | 21 |
| AND/OR/NAND/NOR | 192 | 192 |
| flip-flops | 32 | 32 |
| adder cells (fa/ha/maj) | 1 | 1 |
| buffers and inverters | 32 | 49 |
## worst max-delay path, delay by kind of cell
family	cells	cell delay [ns]
and+or+nand+nor	3	1.33
buffers and inverters	1	0.60
muxes	2	0.54
AOI/OAI and AO/OA	2	0.30
xor gates and xnor gates	1	0.30
adders and majority gates	1	0.29
Power is estimated from default activity; no workload was simulated.
